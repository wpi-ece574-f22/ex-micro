**flow/config.mk**
```make
export PLATFORM = sky130hd
export DESIGN_NAME = micro
export DESIGN_NICKNAME = micro
export VERILOG_FILES = /design/flow/design.v
export SDC_FILE = /design/flow/constraint.sdc
export NUM_CORES = 4
export LEC_CHECK = 1
export CORE_UTILIZATION = 30
```
**flow/constraint.sdc**
```tcl
current_design micro

set clk_period 4.8
set clk_io_pct 0.2

create_clock -name clk0 -period $clk_period [get_ports {clk}]

set non_clock_inputs [all_inputs -no_clocks]
set_input_delay [expr $clk_period * $clk_io_pct] -clock clk0 $non_clock_inputs
set_output_delay [expr $clk_period * $clk_io_pct] -clock clk0 [all_outputs]
```
**flow/design.v**
```verilog
module micro(input wire clk,
	     input wire        reset,
	     output wire [5:0] mem_addr,
	     output wire [7:0] mem_din,
	     output wire       mem_read,
	     output wire       mem_write,
	     input wire  [7:0] mem_dout);
   reg [7:0] 		       PC;
   reg [7:0] 		       MAR;
   reg [7:0] 		       ACC;
   reg [7:0] 		       MDR;
   reg [7:0] 		       TEMP;
   reg [7:0] 		       IR;
   wire [7:0] 		       PC_next;
   wire [7:0] 		       MAR_next;
   wire [7:0] 		       ACC_next;
   wire [7:0] 		       MDR_next;
   wire [7:0] 		       TEMP_next;
   wire [7:0] 		       IR_next;
   reg [5:0] 		       upc, upc_next;
   localparam 
     T0       = 6'h0,  T1        = 6'h1,  T2      = 6'h2,  T3 = 6'h3,
     T4load   = 6'h4,  T5load    = 6'h5,  T6load  = 6'h6,
     T4add    = 6'h14, T5add     = 6'h15, T6add   = 6'h16, T7add = 5'h17,
     T4store  = 6'h24, T5store   = 6'h25, T6store = 6'h26,
     T4branch = 6'h34, T5branch  = 6'h35;
   always @(posedge clk)
     begin
	if (reset)
	  begin
	     PC   <= 8'b0;
	     MAR  <= 8'b0;
	     ACC  <= 8'b0;
	     MDR  <= 8'b0;
	     TEMP <= 8'b0;
	     IR   <= 8'b0;
	     upc  <= 8'b1;	     
	  end
	else
	  begin
	     PC   <= PC_next;
	     MAR  <= MAR_next;
	     ACC  <= ACC_next;
	     MDR  <= MDR_next;
	     TEMP <= TEMP_next;
	     IR   <= IR_next;
	     upc  <= upc_next;	     
	  end
     end
   wire [7:0] CPUbus;
   reg       ctl_ACC_in;
   reg       ctl_ACC_out;
   reg       ctl_IR_in;
   reg       ctl_IR_out;
   reg       ctl_MAR_in;
   reg       ctl_MDR_in;
   reg       ctl_MDR_out;
   reg       ctl_PC_in;
   reg       ctl_PC_out;
   reg       ctl_PC_inc;
   reg       ctl_memread;
   reg       ctl_TEMP_out;
   reg       ctl_memwrite;
   reg       ctl_aluadd;
   assign PC_next = ctl_PC_in ? CPUbus :
		    ctl_PC_inc ? PC + 8'b1 :
		    PC;
   assign MAR_next = ctl_MAR_in ? CPUbus :
		     MAR;   
   assign ACC_next = ctl_ACC_in ? CPUbus :
		     ACC;
   assign MDR_next = ctl_MDR_in ? CPUbus :
		     ctl_memread ? mem_dout :
		     MDR;
   assign TEMP_next = ctl_aluadd ? MDR + CPUbus :
		      TEMP;
   assign IR_next   = ctl_IR_in ? CPUbus :
		      IR;
   assign CPUbus    = ctl_ACC_out  ? ACC :
		      ctl_IR_out   ? {2'b0,IR[5:0]} :
		      ctl_MDR_out  ? MDR :
		      ctl_PC_out   ? PC :
		      ctl_TEMP_out ? TEMP :
		      ctl_IR_out   ? IR :
		      8'b0;
   assign mem_addr = MAR[5:0];
   assign mem_din  = MDR;
   assign mem_write = ctl_memwrite;
   assign mem_read  = ctl_memread;
   always @(*)
     begin
	ctl_ACC_in   = 1'b0;
	ctl_ACC_out  = 1'b0;
	ctl_IR_in    = 1'b0;
	ctl_IR_out   = 1'b0;
	ctl_MAR_in   = 1'b0;
	ctl_MDR_in   = 1'b0;
	ctl_MDR_out  = 1'b0;
	ctl_PC_in    = 1'b0;
	ctl_PC_out   = 1'b0;
	ctl_PC_inc   = 1'b0;
	ctl_memread  = 1'b0;
	ctl_TEMP_out = 1'b0;
	ctl_memwrite = 1'b0;
	ctl_aluadd   = 1'b0;
	upc_next     = upc;
	case (upc)
	  T0:
	    begin
	       ctl_PC_out = 1'b1;
	       ctl_MAR_in = 1'b1;
	       upc_next   = T1;	       
	    end
	  T1:
	    begin
	       ctl_memread = 1'b1;
	       ctl_PC_inc  = 1'b1;
	       upc_next   = T2;	       
	    end
	  T2:
	    begin
	       ctl_MDR_out = 1'b1;
	       ctl_IR_in   = 1'b1;
	       upc_next    = T3;	       
	    end
	  T3:
	    begin
	       if (IR[7:6] == 2'b00)
		 upc_next = T4load;
	       else if (IR[7:6] == 2'b01)
		 upc_next = T4add;
	       else if (IR[7:6] == 2'b10)
		 upc_next = T4store;
	       else
		 upc_next = T4branch;	       
	    end 
	  T4load:
	    begin
	       ctl_IR_out = 1'b1;
	       ctl_MAR_in = 1'b1;
	       upc_next = T5load;
	    end
	  T5load:
	    begin
	       ctl_memread = 1'b1;
	       upc_next    = T6load;
	    end
	  T6load:
	    begin
	       ctl_MDR_out = 1'b1;
	       ctl_ACC_in  = 1'b1;
	       upc_next    = T0;
	    end
	  T4add:
	    begin
	       ctl_IR_out = 1'b1;
	       ctl_MAR_in = 1'b1;
	       upc_next = T5add;
	    end
	  T5add:
	    begin
	       ctl_memread = 1'b1;
	       upc_next    = T6add;
	    end
	  T6add:
	    begin
	       ctl_ACC_out = 1'b1;
	       ctl_aluadd  = 1'b1;
	       upc_next    = T7add;
	    end
	  T7add:
	    begin
	       ctl_TEMP_out = 1'b1;
	       ctl_ACC_in   = 1'b1;
	       upc_next     = T0;
	    end
	  T4store:
	    begin
	       ctl_IR_out  = 1'b1;
	       ctl_MAR_in  = 1'b1;
	       upc_next    = T5store;
	    end
	  T5store:
	    begin
	       ctl_ACC_out = 1'b1;
	       ctl_MDR_in  = 1'b1;
	       upc_next    = T6store;
	    end
	  T6store:
	    begin
	       ctl_memwrite = 1'b1;
	       upc_next     = T0;
	    end
	  T4branch:
	    begin
	       if (ACC == 8'b0)
		 begin
		    ctl_IR_out = 1'b1;
		    ctl_PC_in  = 1'b1;
		 end
	       upc_next = T5branch;
	    end
	  T5branch:
	    begin
	       upc_next = T0;
	    end
	  default:
	    begin
	       upc_next = T0;	       
	    end
	endcase
     end
endmodule
```
**flow/run.sh**
```bash
#!/bin/bash
# OpenROAD 26Q1-2900-gdf79404cd8, Yosys 0.63+post, stock flow scripts
make -C /OpenROAD-flow-scripts/flow DESIGN_CONFIG=/design/flow/config.mk WORK_HOME=/design/flow/orfs finish
```
==> impl_metrics.sql <==
-- implementation run metrics
INSERT INTO impl_metrics (metric_group, metric, value, unit) VALUES
('global_routing', 'grt_pass1_wl', '13300', 'um'),
('power', 'total_power', '1.11', 'mW'),
('min_path', 'hold_path.class', 'reg2reg', ''),
('place', 'port_buffers', '25', ''),
('global_routing', 'grt_max_degree', '59', ''),
('routing', 'detailedRoute.firstIterationViolations', '141', ''),
('power', 'power.clock.fraction', '38.7', '%'),
('clock_network', 'clock.latency.late_pin', '340', 'ps'),
('job', 'drv.max_cap_violation_count', '0', ''),
('yosys', 'synth-async-reset-ratio', '0', '%'),
('floorplan', 'rows', '37', ''),
('layout', 'post_route_cells_drive_above_1_share', '8.18', '%'),
('clock_network', 'cts-hold-fix-buffers', '0', ''),
('clock_network', 'cts_tree', 'built', ''),
('setup_path', 'rr_endpoint', 'TEMP[6]', ''),
('yosys', 'syn-mean-instance-area', '8.70', 'um^2'),
('place', 'routability_cong', '0.894', ''),
('power', 'power.net_switching', '0.290', 'mW'),
('min_path', 'hold_path.startpoint', 'upc[3]', ''),
('min_path', 'endpoint_of_the_worst_hold_timing_path', 'upc[11]', ''),
('yosys', 'yosysUniqueCellTypes', '46', ''),
('place', 'place_hpwl', '5480', 'um'),
('yosys', 'yosys_most_used_dff', 'sky130_fd_sc_hd__dfxtp_1', ''),
('clock_network', 'cts.htree.levels', '3', ''),
('routing', 'avgRoutedWirePerCell', '14.9', 'um'),
('setup_path', 'r2r-start', 'upc[2]', ''),
('yosys', 'synth-edff-count', '0', ''),
('global_routing', 'antenna_violations_before_repair', '0', ''),
('setup_path', 'path_max_fanout', '19', ''),
('yosys', 'chip_area_estimate_from_yosys_synthesis', '0.00326', 'mm^2'),
('global_routing', 'grt_util_all_layers', '15.3', '%'),
('yosys', 'synth.cell_area', '0.00326', 'mm^2'),
('yosys', 'netlist.area_leader.share', '38.1', '%'),
('setup_path', 'r2r_slack', '1370', 'ps'),
('routing', 'drc', '0', ''),
('timing', 'slew_headroom', '45.0', '%'),
('layout', 'finish.utilization', '36.1', '%'),
('clock_network', 'clk_path_buf_depth', '2', ''),
('power', 'comb_power_share', '11.8', '%'),
('global_routing', 'overflow', '0', ''),
('floorplan', 'fp_util', '31.3', '%'),
('clock_network', 'cts_post_setup_buffers_inserted', '0', ''),
('floorplan', 'top_ports', '26', ''),
('timing', 'fmaxAchievable', '0.292', 'GHz'),
('yosys', 'ys_seq_share', '38.1', '%'),
('floorplan', 'floorplan.die.height', '106', 'um'),
('setup_path', 'worst_setup_path_end_kind', 'register', ''),
('clock_network', 'numCtsBuffers', '9', ''),
('power', 'cellInternalPower', '0.822', 'mW'),
('timing', 'fin_setup_tns', '0', 'ps'),
('setup_path', 'wp_data_required', '5040', 'ps'),
('setup_path', 'timing.setup.critical_path_class', 'reg2reg', ''),
('clock_network', 'clk_pin_slew_worst_paths', '70', 'ps'),
('timing', 'min_period_over_period', '71.4', '%'),
('power', 'p_leak', '1.44', 'nW'),
('timing', 'setup_viol', '0', ''),
('setup_path', 'critPathLaunchType', 'register', ''),
('timing', 'layout_min_cycle_time', '3430', 'ps'),
('setup_path', 'critical_path_arrival', '3660', 'ps'),
('power', 'proportion_of_total_power_due_to_net_switching', '26.0', '%'),
('clock_network', 'clk_root_buffer_cell', 'sky130_fd_sc_hd__clkbuf_8', ''),
('timing', 'report.final.hold_viol_count', '0', ''),
('yosys', 'numSynthFlops', '62', ''),
('floorplan', 'core_region_area', '0.0104', 'mm^2'),
('global_routing', 'grt_pass1_vias', '2631', ''),
('status', 'status', 'finished, final reports clean', ''),
('routing', 'detail_route.vias_per_cell', '5.10', ''),
('yosys', 'yosysTopAreaCell', 'sky130_fd_sc_hd__dfxtp_1', ''),
('yosys', 'count_of_warnings_emitted_by_yosys', '1', ''),
('yosys', 'gate_count_of_the_mapped_netlist', '374', ''),
('yosys', 'synth.top_cells.by_area', 'sky130_fd_sc_hd__dfxtp_1, sky130_fd_sc_hd__nor2_1, sky130_fd_sc_hd__mux2i_1, sky130_fd_sc_hd__a211oi_1, sky130_fd_sc_hd__ha_1', '');
## cells by family (layout without fill, tap and decap cells)
family                   count (synthesis)  in the layout  synth area share [%]
AND/OR/NAND/NOR                        151            151                  23.4
AND-OR/OR-AND                           81             81                  18.8
flip-flops                              62             62                  38.1
buffers and inverters                   35             52                  5.07
multiplexers                            19             19                  5.84
adder cells (fa/ha/maj)                 13             13                  5.23
XOR/XNOR                                13             13                  3.50
## registers in the layout (all words and copies together) (netlist names)
signal	cells
upc	16
ACC	8
IR	8
MDR	8
PC	8
TEMP	8
MAR	6
## worst max-delay path by stage
stage	startpoint	slack (ps)	end	depth (start not counted)
after CTS	upc[2]	1390	TEMP[6]	12
after global routing	upc[2]	1150	TEMP[6]	12
final	upc[2]	1370	TEMP[6]	12
## worst max-delay path, stage by stage (launching register included)
cell,delay (ps)
sky130_fd_sc_hd__dfxtp_1,310
sky130_fd_sc_hd__or3_4,410
sky130_fd_sc_hd__a41oi_4,530
sky130_fd_sc_hd__buf_4,310
sky130_fd_sc_hd__nand3b_1,160
sky130_fd_sc_hd__nand3_2,90
sky130_fd_sc_hd__ha_1,220
sky130_fd_sc_hd__fa_1,410
sky130_fd_sc_hd__a21o_1,170
sky130_fd_sc_hd__a21oi_1,210
sky130_fd_sc_hd__a2bb2oi_1,260
sky130_fd_sc_hd__nand4_1,120
sky130_fd_sc_hd__o311ai_1,120
## synthesized netlist by cell type (9+ instances only)
master / n
sky130_fd_sc_hd__nand3b_1: 18
sky130_fd_sc_hd__ha_1: 12
sky130_fd_sc_hd__clkbuf_1: 13
sky130_fd_sc_hd__a21oi_1: 12
sky130_fd_sc_hd__buf_2: 9
sky130_fd_sc_hd__nand2_1: 31
sky130_fd_sc_hd__nor2_1: 54
sky130_fd_sc_hd__nand3_1: 11
sky130_fd_sc_hd__mux2i_1: 19
sky130_fd_sc_hd__a211oi_1: 21
sky130_fd_sc_hd__nor2b_1: 13
sky130_fd_sc_hd__dfxtp_1: 62
## layout by cell type, fill, tap and decap left out, types with 2 or more instances in the layout
cell type / netlist / layout
sky130_fd_sc_hd__a211oi_1: 21 / 21
sky130_fd_sc_hd__a21oi_1: 12 / 12
sky130_fd_sc_hd__a22o_1: 6 / 6
sky130_fd_sc_hd__a2bb2oi_1: 8 / 8
sky130_fd_sc_hd__a311oi_1: 7 / 7
sky130_fd_sc_hd__and2_1: 2 / 2
sky130_fd_sc_hd__and3_1: 2 / 2
sky130_fd_sc_hd__buf_4: 0 / 5
sky130_fd_sc_hd__clkbuf_8: 0 / 12
sky130_fd_sc_hd__clkdlybuf4s50_1: 0 / 24
sky130_fd_sc_hd__clkinv_2: 0 / 2
sky130_fd_sc_hd__dfxtp_1: 62 / 62
sky130_fd_sc_hd__ha_1: 12 / 12
sky130_fd_sc_hd__inv_1: 6 / 6
sky130_fd_sc_hd__mux2i_1: 19 / 19
sky130_fd_sc_hd__nand2_1: 31 / 31
sky130_fd_sc_hd__nand2b_1: 3 / 3
sky130_fd_sc_hd__nand3_1: 11 / 11
sky130_fd_sc_hd__nand3_2: 3 / 3
sky130_fd_sc_hd__nand3b_1: 18 / 18
sky130_fd_sc_hd__nand4_1: 4 / 4
sky130_fd_sc_hd__nor2_1: 54 / 53
sky130_fd_sc_hd__nor2b_1: 13 / 13
sky130_fd_sc_hd__nor3_1: 3 / 2
sky130_fd_sc_hd__nor3_2: 1 / 2
sky130_fd_sc_hd__o2111ai_1: 3 / 3
sky130_fd_sc_hd__o211ai_1: 2 / 2
sky130_fd_sc_hd__o21ai_0: 8 / 8
sky130_fd_sc_hd__o21ai_1: 6 / 6
sky130_fd_sc_hd__xnor2_1: 8 / 8
sky130_fd_sc_hd__xor2_1: 5 / 5
## through the flow
stage	hold slack, ps	setup slack [ps]	instance area (um^2)
4_1_cts	462	1390	3760
3_5_place_dp	459	1440	3570
5_1_grt	480	1150	3760
3_3_place_gp	456	1510	3570
6_report	458	1370	3760
2_1_floorplan	420	2060	3260
## power by group through the flow
stage                 sequential, mW  combinational, mW  clock, mW
after CTS                      0.550              0.132      0.440
after global routing           0.553              0.147      0.469
final                          0.550              0.131      0.431
## cell type report
type	count	area [um^2]
Inverter	6	22.5
Sequential cell	62	1240
Multi-Input combinational cell	277	1860
Clock buffer	13	169
Tap cell	136	170
Fill cell	1045	6660
Timing Repair Buffer	30	283
Clock inverter	3	17.5
## layer usage
metal  track usage [%]  up-vias  part of all wire (%)
li1                  -     1364                     -
met1              21.1     1261                    46
met2              25.2       52                    48
met3              3.00       11                   4.5
met4              2.98        0                   2.0
met5                 0        -                     0
No activity file was given, so power comes from the tool's default toggle rates.
